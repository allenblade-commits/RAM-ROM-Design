`flow/config.mk`:
```
export PLATFORM = sky130hd
export DESIGN_NAME = rom
export DESIGN_NICKNAME = rom
export VERILOG_FILES = /design/flow/design.v
export SDC_FILE = /design/flow/constraint.sdc
export NUM_CORES = 4
export LEC_CHECK = 1
export CORE_AREA = 10 10 70 70
export DIE_AREA = 0 0 80 80
```
`flow/constraint.sdc`:
```
current_design rom

set clk_period 1.4
set clk_io_pct 0.2

create_clock -name clk0 -period $clk_period [get_ports {clk}]

set non_clock_inputs [all_inputs -no_clocks]
set_input_delay [expr $clk_period * $clk_io_pct] -clock clk0 $non_clock_inputs
set_output_delay [expr $clk_period * $clk_io_pct] -clock clk0 [all_outputs]
```
`flow/design.v`:
```
module rom (
  input clk,               
  input en,                
  input [3:0] addr,        
  output reg [3:0] data    
);
  reg [3:0] mem [15:0];
  always @ (posedge clk) 
    begin
      if (en)
        data <= mem[addr];
      else 
        data <= 4'bxxxx;
    end
  initial 
    begin    
      mem[0]  = 4'b0010;
      mem[1]  = 4'b0010;
      mem[2]  = 4'b1110;
      mem[3]  = 4'b0010;
      mem[4]  = 4'b0100;
      mem[5]  = 4'b1010;
      mem[6]  = 4'b1100;
      mem[7]  = 4'b0000;
      mem[8]  = 4'b1010;
      mem[9]  = 4'b0010;
      mem[10] = 4'b1110;
      mem[11] = 4'b0010;
      mem[12] = 4'b0100;
      mem[13] = 4'b1010;
      mem[14] = 4'b1100;
      mem[15] = 4'b0000;
    end    
endmodule
```
`flow/run.sh`:
```
#!/bin/bash
# OpenROAD 26Q1-2900-gdf79404cd8, Yosys 0.63+post, stock flow scripts
make -C /OpenROAD-flow-scripts/flow DESIGN_CONFIG=/design/flow/config.mk WORK_HOME=/design/flow/orfs finish
```
==> impl_metrics.tcl <==
# metrics dict for downstream scripts
set metrics [dict create \
    status "finished clean" \
    grt_max_degree 5 \
    drive_above_1_share 0.2333 \
    syn_area_per_cell_um2 10.16 \
    netlist_area_um2 172.7 \
    powerDensity_mw_per_mm2 863.0 \
    globalplace.congestion 0.6382 \
    hold_viol 0 \
    wl_met1_um 139 \
    cts_tree "built" \
    grt_pass1_vias 181 \
    ys_seq_share 0.3478 \
    reg_top3 "data (3)" \
    critPathCaptureType "register" \
    fp-row-count 21 \
    chip_area_mm2 0.006400 \
    rsz0062_at_grt "no" \
    yosys_area_um2 172.7 \
    path_max_fanout 3 \
    cp_slowest_stage_delay_ns 0.48 \
    ys_top_logic_family "adder cells" \
    drtAntennaViolNets 0 \
    cp-start-kind "input port" \
    p_leak_nw 0.1484 \
    placed_area_um2 315.3 \
    topCellsByArea "dfxtp_1 35%, ha_1 29%, nand2b_1 7.2%" \
    period_needed_ns 1.268 \
    setup_viol 0 \
    warning_count 29 \
    power_switching_w 0.00005914 \
    crit_type "in -> reg" \
    clock.fmax_mhz 788.8 \
    wl_met2_um 197 \
    drc 0 \
    drt_first_pass_iters 2 \
    ys_sh_adder 0.2899 \
    cts_setup_buffers 0 \
    htreeDepth 1 \
    routed_wl_um 435 \
    critPathRequiredTime_ns 1.51 \
    clockPowerShare 0.510 \
    holdPathEnd "data[1]" \
    fin_area_um2 341.6 \
    comb_power_share 0.169 \
    stdcell_count 76 \
    cts_resized 0 \
    p_seq_frac 0.321 \
    yosysMostFrequentCell "ha_1" \
    viasPerCell 1.855 \
    regMostFlops "data" \
    edf_count 0 \
    min_from "addr[2]" \
    vias 141 \
    drt-initial-drc-count 1 \
    initial_utilization 0.05055 \
    worstPathCellList "clkdlybuf4s50_1, inv_1, ha_1, nor2b_1, o31a_1" \
    io_pins 10 \
    dp.cells 72 \
    clk_pin_slew_ns 0.04 \
    die_y_um 80 \
    simple_gate_share 0.1594 \
    worstHoldPathCells 2 \
    async_reset_ff_frac 0 \
    die_w_um 80 \
    hp-class "in -> reg" \
    wl_met3_um 98 \
    diodes 0 \
    cts_inserted_buffers 3 \
    largest_register_ffs 3 \
    area_growth_syn_to_layout_pct 97.83 \
    clkSinkCount 3 \
    grt_first_pass_wirelength_um 786 \
    synth.area.mux_share 0 \
    cap_violations 0 \
    p_sw_frac 0.2006 \
    top_cell_area_share 0.3478 \
    synth_cell_types 10 \
    antenna_found_initial 0 \
    p_int_w 0.0002356 \
    clockBufferDepth 2 \
    yosys.area.top_type "dfxtp_1" \
    syn_inst 17 \
    overflow 0 \
    ys_dominant_reg_cell "dfxtp_1" \
    synth-xor-area-share 0 \
    ys_cells 17 \
    arrival_ns 1.38 \
    postCtsHoldBufs 0 \
    ir_worst_vdd_mv 0.1620 \
    fin_crit_sh 0.9056 \
    fin_util 0.1000 \
    yosys-top-cells-count "4 x ha_1, 3 x dfxtp_1, 2 x inv_1, 2 x nand2b_1" \
    comb_area_um2 97.59 \
    compound_area_frac 0.09420 \
    n_fill_cell 405 \
    slew_violations 0 \
    tns_ns 0 \
    clockRootBuffer "clkbuf_4" \
    core_mm2 0.003416 \
    seq_area_um2 60.06 \
    track_usage 0.01576 \
    port_buffers 7 \
    highest_layer "met3" \
    wire_per_inst_um 5.724 \
    hpwl_um 375.1 \
    slowest_stage "clkdlybuf4s50_1" \
    ys_ff 3 \
    ys_warn_count 1 \
]
worst max-delay path, delay by kind of cell:
kind                       cells  cell delay [ns]
AOI/OAI and AO/OA              1             0.24
adders and majority gates      1             0.19
buffers and inverters          2             0.55
and+or+nand+nor                1             0.12
per-layer routing:
layer / global-route usage / vias to the layer above
li1: - / 75
met1: 0.01531 / 58
met2: 0.02087 / 8
met3: 0.01705 / 0
met4: 0.007042 / 0
met5: 0 / -
power by group through the flow:
stage	clock network, W	registers, W	logic [W]
CTS	0.000162	0.0000946	0.0000512
global route	0.000174	0.0000955	0.0000570
finish	0.000150	0.0000946	0.0000498
cell type report:
type	instances	area share
Sequential cell	3	0.1758
Inverter	2	0.02198
Multi-Input combinational cell	11	0.2857
Clock buffer	4	0.07692
Tap cell	46	0.1685
Timing Repair Buffer	10	0.2711
cells in the final DEF (no fill, tap or decap):
cell             Yosys  routed
nor2b_1              1       1
conb_1               1       1
clkbuf_4             0       3
inv_1                2       2
nand2b_1             2       2
nor2b_2              1       1
ha_1                 4       4
o31a_1               1       1
a21o_1               1       1
clkdlybuf4s50_1      0       7
clkbuf_1             0       1
buf_4                1       3
dfxtp_1              3       3
worst max path at each step:
stage	start	endpoint	slack, ns	cells after the start
CTS	data[1]	data[1]	0.12	1
finish	addr[0]	data[3]	0.13	5
global route	addr[0]	data[3]	0.07	5
per-stage QoR:
stage	total power, W	hold slack, ns	worst slack [ns]
finish	0.0002948	0.6310	0.1322
global route	0.0003270	0.6699	0.06660
CTS	0.0003076	0.6260	0.1165
detailed placement	0.0001468	0.8781	-0.1104
global placement	0.0001456	0.8718	-0.09337
floorplan	0.0001103	0.3530	0.4483
kinds of logic (layout without fill, tap and decap cells):
logic type	count (synthesis)	count (layout)
AOI/OAI and AO/OA	2	2
and+or+nand+nor	4	4
buffers and inverters	3	16
adders and majority gates	4	4
other	1	1
DFF	3	3
Power figures rest on the tool's default switching activity, not on a simulated workload.
